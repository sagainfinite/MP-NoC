File: flow/run.sh
#!/bin/bash
# OpenROAD 26Q1-2900-gdf79404cd8, Yosys 0.63+post, stock flow scripts
make -C /OpenROAD-flow-scripts/flow DESIGN_CONFIG=/design/flow/config.mk WORK_HOME=/design/flow/orfs finish
File: flow/config.mk
export PLATFORM = sky130hd
export DESIGN_NAME = EX_M
export DESIGN_NICKNAME = EX_M
export VERILOG_FILES = /design/flow/design.v
export SDC_FILE = /design/flow/constraint.sdc
export NUM_CORES = 4
export LEC_CHECK = 1
export CORE_UTILIZATION = 40
File: flow/constraint.sdc
current_design EX_M

set clk_period 1.0
set clk_io_pct 0.2

create_clock -name clk0 -period $clk_period [get_ports {clk}]

set non_clock_inputs [all_inputs -no_clocks]
set_input_delay [expr $clk_period * $clk_io_pct] -clock clk0 $non_clock_inputs
set_output_delay [expr $clk_period * $clk_io_pct] -clock clk0 [all_outputs]
File: flow/design.v
module EX_M(
	input			clk,
	input			RegW_enable_E,
	input			Mem_Write_E,
	input			Result_src_E,
	input		[31:0]	ALU_result_E,
	input		[31:0]	Write_Data_E,
	input		[4:0]	RDadd_E,
	output	reg	[4:0]	RDadd_M,
	output	reg	[31:0]	Write_Data_M,
	output	reg	[31:0]	ALU_result_M,
	output	reg		Result_src_M,
	output	reg		Mem_Write_M,
	output	reg		RegW_enable_M
);
always @(posedge clk) begin
	RegW_enable_M	<= RegW_enable_E;
	Mem_Write_M	<= Mem_Write_E;
	Result_src_M	<= Result_src_E;
	ALU_result_M	<= ALU_result_E;
	Write_Data_M	<= Write_Data_E;
	RDadd_M		<= RDadd_E;
end
endmodule
==> results.py <==
# Auto-generated metrics
metrics = {
    "floorplanning": {
        "fp_util_pct": 42.5,
        "ios": 145,
        "die_height_um": 62.0,
        "rows": 21,
        "fp.dieW_um": 62.0,
    },
    "run_status": {
        "status": "did not finish",
        "stop_stage": "3_5_place_dp",
        "firstError": "[ERROR DPL-0036] Detailed placement failed.",
    },
    "yosys": {
        "synth_seq_share_pct": 100,
        "syn_inst": 72,
        "yosysUniqueCellTypes": 1,
        "mux_area_share_pct": 0,
        "ys_sh_simple_pct": 0,
        "synth_area_mm2": 0.00144,
        "ys_warn_count": 1,
        "xor_share_pct": 0,
        "synth_area_per_cell_um2": 20.0,
        "ys.flops": 72,
        "ys_sh_adder_pct": 0,
        "ys_chip_area_mm2": 0.00144,
        "yosys.area_share.aoi_pct": 0,
        "yosys_cells": 72,
    },
    "placed_design": {
        "gp_congestion": 0.705,
        "place.port_buffers": 144,
    },
}
==> cell families after synthesis <==
kind of cell  count (synthesis)
flops                        72
==> cells in the mapped netlist <==
cell | count | share of area [%]
dfxtp_1 | 72 | 100
==> through the flow <==
stage / hold WS [ns] / total power, mW
after floorplan: 0.228 / 3.08
after global placement: 0.650 / 3.65
No activity file was given, so power comes from the tool's default toggle rates.
